===== flow/run.sh =====
#!/bin/bash
# OpenROAD 26Q1-2900-gdf79404cd8, Yosys 0.63+post, stock flow scripts
make -C /OpenROAD-flow-scripts/flow DESIGN_CONFIG=/design/flow/config.mk WORK_HOME=/design/flow/orfs finish

===== flow/config.mk =====
export PLATFORM = sky130hd
export DESIGN_NAME = TubeTest
export DESIGN_NICKNAME = TubeTest
export VERILOG_FILES = /design/flow/design.v
export SDC_FILE = /design/flow/constraint.sdc
export NUM_CORES = 4
export LEC_CHECK = 1
export CORE_UTILIZATION = 50

===== flow/constraint.sdc =====
current_design TubeTest

set clk_period 6.4
set clk_io_pct 0.2

create_clock -name clk0 -period $clk_period [get_ports {clk}]

set non_clock_inputs [all_inputs -no_clocks]
set_input_delay [expr $clk_period * $clk_io_pct] -clock clk0 $non_clock_inputs
set_output_delay [expr $clk_period * $clk_io_pct] -clock clk0 [all_outputs]

===== flow/design.v =====
module TubeTest
(
input clk,
input wire [3:0] Key,  
input wire[0:7] Sw,  
output wire Dot,  
output wire [6:0] Seg, 
output wire [7:0] Led  
);
parameter LedSwitchBit = 10;  
parameter LedBlinkBit=23; 
wire  SegEnabled;
wire IsEditingCurrentLed;
wire [3:0]DispNum; 
reg [2:0] CurrentActiveLed;
reg [1:0] CurrentEditGroup;
reg EditMode;
reg [31:0] ClockCount;
reg [31:0]StoredNum;
reg [31:0]EditNum;
reg [3:0]OldKey;
reg [3:0]ButtonLock;
assign Dot=1'b1; 
assign Seg[0]= ~(DispNum[3]|DispNum[1])&(DispNum[2]^DispNum[0])|(DispNum[3]&DispNum[0])&(DispNum[2]^DispNum[1]);
assign Seg[1]= (~(DispNum[3]|DispNum[1])&DispNum[2]|DispNum[3]&DispNum[1])&DispNum[0]|(DispNum[3]|DispNum[1])&DispNum[2]&~DispNum[0];
assign Seg[2]= ~(DispNum[3]|DispNum[2]|DispNum[0])&DispNum[1]|DispNum[3]&DispNum[2]&(~DispNum[0]|DispNum[1]);
assign Seg[3]= ~(DispNum[3]|DispNum[1])&(DispNum[2]^DispNum[0])|DispNum[1]&(DispNum[2]&DispNum[0]|DispNum[3]&~DispNum[2]&~DispNum[0]);
assign Seg[4]= ~DispNum[3]&(DispNum[0]|DispNum[2]&~DispNum[1])|~DispNum[2]&~DispNum[1]&DispNum[0];
assign Seg[5]= ~(DispNum[3]|DispNum[2])&(DispNum[1]|DispNum[0])|DispNum[0]&(~DispNum[3]&DispNum[1]|DispNum[3]&DispNum[2]&~DispNum[1]);
assign Seg[6]= ~DispNum[3]&(~(DispNum[2]|DispNum[1])|DispNum[2]&DispNum[1]&DispNum[0])|DispNum[3]&DispNum[2]&~(DispNum[0]|DispNum[1]);
assign  IsEditingCurrentLed=ClockCount[LedBlinkBit]&&EditMode&&(CurrentEditGroup==CurrentActiveLed[2:1]);
assign SegEnabled=ClockCount[LedSwitchBit+1]&(!IsEditingCurrentLed);
assign Led=~(SegEnabled<<CurrentActiveLed);
assign DispNum=((EditMode?EditNum:StoredNum)&4'hF<<(4*CurrentActiveLed))>>(4*CurrentActiveLed);
initial                                                
begin                                                  
  CurrentActiveLed=3'b0;
  ClockCount=32'b0;                                        
  StoredNum=32'h0A1B2C3D;
  OldKey=4'b1111;  
  ButtonLock=3'b0000;
  CurrentEditGroup=2'b00;
  EditMode=1'b0;
end      
always @ ( posedge clk ) ClockCount<=ClockCount+1;
always @ ( negedge ClockCount[LedSwitchBit] ) 
begin
	if(!SegEnabled)
		CurrentActiveLed=CurrentActiveLed+1;
end
always @ (posedge ClockCount[15])	ButtonLock=4'b0000;
always @ (posedge clk )
begin
	if(OldKey[3]!=Key[3]&&EditMode)
	begin
		OldKey[3]=Key[3];
		if(!Key[3]&&!ButtonLock[3])
		begin
			CurrentEditGroup=CurrentEditGroup-1;
		end
	end
	else if(OldKey[2]!=Key[2]&&EditMode)
	begin
		OldKey[2]=Key[2];
		if(!Key[2]&&!ButtonLock[2])
		begin
			CurrentEditGroup=CurrentEditGroup+1;
		end
	end
	else if(OldKey[1]!=Key[1])
	begin
		OldKey[1]=Key[1];
		if(!Key[1]&&!ButtonLock[1])
		begin
			EditMode=!EditMode;
			if(EditMode)	EditNum=StoredNum;
		end
	end
	else if(OldKey[0]!=Key[0])
	begin
		OldKey[0]=Key[0];
		if(!Key[0]&&!ButtonLock[0])
		begin
			StoredNum=EditNum;
		end
	end
	if(EditMode)
	begin
		case (CurrentEditGroup)
		  2'b00 : EditNum[7:0]=Sw;
		  2'b01 : EditNum[15:8]=Sw;
		  2'b10 : EditNum[23:16]=Sw;
		  2'b11 : EditNum[31:24]=Sw;
endcase
	end
end
endmodule

==> impl_metrics.csv <==
group,metric,value,unit
status,status,"finished, final reports clean",
clock_tree,root_buffer,"clkbuf_8",
grt,use_met3,4.72,%
power_and_ir_drop,power_density,398,nW/um2
final_timing,unclocked_regs,3,
worst_setup_path,cpLargestDelayFamily,"buffers and inverters",
worst_setup_path,critPathSlowestCell,"dfxtp_2",
min_path,min_path_cells,1,
synthesis,yosys-stat-area,4730,um2
synthesis,synth.distinct_cells,45,
final_timing,worst_hold_slack,0.406,ns
grt,grt_pass1_vias,2904,
placement,dpl-instance-area,5090,um2
synthesis,ys_top_cells_by_area,"dfxtp_1, edfxtp_1, mux2_2, mux2i_1, xnor2_1",
synthesis,syn_avg_cell_area,12.1,um2
layout,final_area,5290,um2
worst_setup_path,worst_ep_arrival_time,3.42,ns
placement,io_buffers,27,
grt,grt_max_degree,33,
synthesis,enable_flop_cells,39,
final_timing,rsz0062_at_grt,"false",
detailed_routing,routed_via_density,5.57,
synthesis,top_area_cell,"dfxtp_1",
synthesis,synthCells,390,
grt,top_usage_layer,"met1",
power_and_ir_drop,leakage,0.00217,uW
grt,grt_pass1_wl,15000,um
clock_tree,cts_made_buffers,9,
detailed_routing,postRouteWirelength,8960,um
worst_setup_path,worstPathCellList,"buf_4, mux2i_1, o221ai_1, nand4_2, inv_1, ha_1, a21boi_0, o21ai_0, o31ai_1, clkdlybuf4s50_1",
final_timing,setup_violations,0,
synthesis,synth_top_area_share,25.0,%
clock_tree,clkSlewWorstSetupHoldPaths,0.10,ns
min_path,hold_class,"reg2reg",
clock_tree,hold_buffers,0,
worst_setup_path,crit_path_end_kind,"output pin",
layout,fill_cells,770,
final_timing,finalMaxSlewViolations,0,
layout,regArea,2350,um2
final_timing,min_period,4.70,ns
synthesis,yosysMostFrequentCell,"dfxtp_1",
grt,antenna_found_initial,0,
layout,logic_area,2250,um2
worst_setup_path,critical_path_buf_inv_count,3,
final_timing,fmax,213,MHz
floorplan,die_area,9860,um2
final_timing,tightest_slew,0.705,ns
final_timing,hold_viol_final,0,
floorplan,io_pins,29,
synthesis,ys.flop_type,"dfxtp_1",
synthesis,synthesis.area,4730,um2
floorplan,core.rowCount,35,
floorplan,dieWidth,99.3,um
clock_tree,clk_latency,0.36,ns
worst_setup_path,path_class,"reg2out",
worst_setup_path,reg2reg_depth,5,
placement,dpl.hpwl,6080,um
layout,fin_cells,531,
synthesis,netlist_top_cells_count,"dfxtp_1, mux2_2, edfxtp_1",
flow_run,tool_warnings,31,
floorplan,core_area,9200,um2
detailed_routing,ant_nets,0,
detailed_routing,drt_iter0_drc,102,
clock_tree,cts_max_level,3,
floorplan,fp_util,51.5,%
worst_setup_path,worst-path-stages,10,
clock_tree,cts_buffer_depth,2,
clock_tree,cts_tree,"yes",
worst_setup_path,crit_required,5.12,ns
final_timing,untimed_endpoints,6,
synthesis,ys.flops,98,
worst_setup_path,cp_max_fo,22,
synthesis,async_flop_share,0,%
grt,grt_usage,20.6,%
final_timing,slew_headroom,52.6,%
synthesis,synth_warnings,1,
clock_tree,cts_resized,0,
worst_setup_path,critPathLaunchType,"flip-flop",
worst_setup_path,r2r_slack,3.93,ns
synthesis,ys_seq_share,49.7,%
layout,syn_to_final_growth,11.7,%
power_and_ir_drop,vdd_drop_max,0.204,mV
placement,globalplace.congestion,0.860,
final_timing,tns,0,ns
grt,grt_util_met1,34.7,%
placement,post-place-cells,515,
grt,met2_usage,29.1,%
layout,final_layout_size_suffix_gt1_share,21.7,%
detailed_routing,drc_errors,0,
detailed_routing,first_pass_iters,4,
detailed_routing,diodes,0,
grt,gr-total-overflow,0,
final_timing,clock_skew,0.0159,ns
detailed_routing,vias,2957,
clock_tree,post_cts_buffers,0,
synthesis,ys_cells,390,
worst_setup_path,slowest_delay,0.65,ns
floorplan,die_h,99.3,um
detailed_routing,wl_per_cell,16.9,um
power_and_ir_drop,power,2100,uW
final_timing,period_used_share,73.5,%
flow_run,maxCapViolations,0,
-- flip-flops by register name, summed over array words and instances (netlist names) --
name              count
ClockCount           24
CurrentActiveLed      3
CurrentEditGroup      2
EditMode              1
EditNum              32
OldKey                4
StoredNum            32
-- worst register-to-register path, delay by kind of cell, from the launching register on --
family                    cells  cell delay [ns]
xor gates and xnor gates      1             0.23
muxes                         1             0.47
and+or+nand+nor               2             0.81
AOI/OAI and AO/OA             1             0.20
DFF                           1             0.65
-- cells in the final DEF, fill, tap and decap left out, types with 8 or more instances in the layout --
cell             synthesis  final
nand3_1                 17     17
nand2_1                 18     18
mux2_2                  56     56
clkbuf_8                 0      9
edfxtp_1                39     39
ha_1                    10     10
mux2_4                   8      8
and3_1                  11     11
xor2_1                  13     13
nor2_1                  11     10
xnor2_1                 18     18
clkdlybuf4s50_1          0     27
inv_1                   14     14
o221ai_1                12     12
mux2i_1                 32     32
dfxtp_1                 59     58
-- stage by stage --
step / setup slack, ns / utilization [%]
final: 1.70 / 57.5
after global routing: 1.38 / 57.5
after CTS: 1.68 / 57.5
after detailed placement: 2.09 / 55.3
after global placement: 2.11 / 55.3
after floorplan: 1.66 / -
-- final cells by class --
type | count | share of cell area, %
clock buffer | 11 | 2.89
clock inverter | 5 | 0.828
inverter | 14 | 0.994
multi-input combinational | 262 | 42.6
sequential | 98 | 44.5
tap | 111 | 2.63
timing repair buffer | 30 | 5.54
-- power by group --
group	internal, uW	switching [uW]	total [uW]	leakage [uW]
clock	173	219	392	0.000102
combinational	476	343	818	0.00123
sequential	801	93.9	895	0.000836
total	1450	655	2100	0.00217
-- kinds of logic (layout without fill, tap and decap cells) --
group / after synthesis / count (layout) / synth area share [%]
simple gates: 89 / 89 / 10.1
other cells: 1 / 1 / 0.0792
buf+inv: 30 / 60 / 2.86
mux: 96 / 96 / 22.6
xor+xnor: 32 / 32 / 6.08
flops: 98 / 98 / 49.7
fa+ha+maj: 12 / 12 / 3.07
compound gates: 32 / 32 / 5.45
-- final timing paths --
check | from | end
min reg2reg | ClockCount[0] | ClockCount[0]
max reg2reg | EditMode | EditNum[24]
min | ClockCount[0] | ClockCount[0]
max | EditMode | Seg[6]
-- routing by layer --
metal | share of wire [%] | routed length (um)
met1 | 50 | 4520
met2 | 43 | 3810
met3 | 5.1 | 454
met4 | 2.0 | 178
met5 | 0 | 0
Power and IR drop assume default switching activity.
